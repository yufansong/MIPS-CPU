==> design/flow/design.v <==
module DataMemory(clk, Address, Write_data, Read_data, MemRead, MemWrite);
	input clk;
	input [31:0] Address, Write_data;
	input MemRead, MemWrite;
	output [31:0] Read_data;
	parameter RAM_SIZE = 400;
	parameter RAM_SIZE_BIT = 8;
	reg [31:0] RAM_data[RAM_SIZE - 1: 0];
	assign Read_data = (MemRead && (Address < RAM_SIZE))? RAM_data[Address[9:2]]: 32'h00000000;
	always @(posedge clk) 
	if (MemWrite && (Address < RAM_SIZE))
		RAM_data[Address[9:2]] <= Write_data;
endmodule
==> design/flow/run.sh <==
#!/bin/bash
# OpenROAD 26Q1-2900-gdf79404cd8, Yosys 0.63+post, stock flow scripts
make -C /OpenROAD-flow-scripts/flow DESIGN_CONFIG=/design/flow/config.mk WORK_HOME=/design/flow/orfs finish
==> design/flow/config.mk <==
export PLATFORM = sky130hd
export DESIGN_NAME = DataMemory
export DESIGN_NICKNAME = DataMemory
export VERILOG_FILES = /design/flow/design.v
export SDC_FILE = /design/flow/constraint.sdc
export NUM_CORES = 4
export LEC_CHECK = 1
export CORE_UTILIZATION = 30
export SYNTH_MEMORY_MAX_BITS = 65536
==> design/flow/constraint.sdc <==
current_design DataMemory

set clk_period 45.7
set clk_io_pct 0.2

create_clock -name clk0 -period $clk_period [get_ports {clk}]

set non_clock_inputs [all_inputs -no_clocks]
set_input_delay [expr $clk_period * $clk_io_pct] -clock clk0 $non_clock_inputs
set_output_delay [expr $clk_period * $clk_io_pct] -clock clk0 [all_outputs]
==> notes.md <==
Quick summary of the implementation run below.

The netlist area before placement came out at 167000 sq um. The buffer-and-inverter tally for the worst setup path is 11. The total cell area reported by yosys after synthesis came out at 167000 sq um. The number of antenna violations at the first check in global routing is 19.

After clock tree synthesis, the setup repair step added 0 buffers. The data required time reported for the critical path is 36.56 ns. The analysis attributes to cell leakage a power of 62.1 nW. The library cell used most frequently in the layout, excluding fill and tap cells, is edfxtp_1.

The pin count of the biggest net entering global routing came out at 110. The total overflow left after global routing is 0. Per the OpenROAD floorplan log, the area of the core is 553000 sq um. The via total after detailed routing came out at 73.8k. The final period demand of the worst path is 25.85 ns. Power comes to 8.33 mW. The post-synthesis instance total is 6580. The number of buffers inserted by port buffering is 96. The STA report counts the stages on the worst setup path as 16.

The global routing usage on met2 came out at 22.1%. The floorplan die width is 747 um.

The number of search-and-repair iterations in the first detailed-routing pass came out at 7. Per the synth log, the flip-flop and latch total comes to 4368. In the CTS report, the clock slew at the register clock pins of the worst setup and hold paths is listed as 0.06 ns. Looking at the VDD voltage map, the peak drop is 0.0000335 V.

The sequential area share after synthesis is 78.7%. The power density over cell area came out at 42.6 nW/um^2. Setup repair after global routing left no endpoint under its margin. For this run, the final setup violation count is recorded as 0.

The initial cell density of the core is 30.1%. For this sky-water flow run, the detailed-routed wirelength per cell is reported as 24.7 um. The post-route fraction of the period consumed by the critical path is 56.6%. The sort of element at the start of the critical path is an input pin. The clock H-tree reported by CTS has 5 levels. The layout-stage area growth over the synthesis result is 17.4%. The type of element capturing the critical path is an output port. Per the layout report, the design carries 49.2k filler cells.

The critical-path cell with the highest stage delay is buf_4. The sum of negative setup slack is 0 ns. The remaining antenna violation count came out at 0. The total routing usage reported by global routing is 15.0%.

The script logs the ratio of routed vias to standard cells as 4.66. The biggest fanout along the worst timing path is 73. In this run the count of I/O pins placed on the die edge is 99. The most numerous cell type found on the critical path is buf_4.

The top cell types in the final layout, fill and taps aside, are 4368 x edfxtp_1, 1361 x mux4_2, 1168 x conb_1. The peak per-stage delay on the critical path is 0.72 ns. The number of remaining DRC errors is 0. The chip occupies 558000 sq um. The cell sitting at the root of the clock tree is a clkbuf_16.

The min-delay analysis places its worst path in the category in2reg. In the global route stage, met3 resource usage came out at 14.2%. The fraction of registers with async set/reset is 0%. The clock net in this run drives a total of 4368 sinks. The post-synthesis cell type count came out at 48. The number of violations of the max-capacitance limit came out at 0. Cells fill 35.4% of the core in the end. The tool warning count is 34.

The maximum count of clock buffers along a single path is 4. After clock tree synthesis, the flow added hold-fix buffers numbering 0. In the Yosys report the total cell count is 6580.

Along the worst hold path, the cell count comes to 1. Traced cell by cell, the critical path runs through buf_16 -> buf_4 -> buf_4 -> buf_4 -> buf_4 -> buf_4 -> buf_4 -> buf_4 -> inv_1 -> mux2i_1 -> nand2_1 -> o2111ai_1 -> and3_1 -> a221oi_1 -> buf_4 -> clkdlybuf4s50_1. The number of failing hold endpoints at the final stage came out at 0.

The relative slew slack is 32.3%. TritonCTS built the clock tree. The post-synth count of flops with an enable pin is 4368. The slew of the pin with the lowest slew margin came out at 1.01 ns.

The number of global-route vias before repair came to 82.1k. The wire length of the first global-routing pass came out at 562000 um. The overall die height is 747 um. The HPWL after detailed placement is 223000 um. For reference, the post-synthesis area per instance comes to 25.3 sq um. The layout summary lists the proportion of cells stronger than drive strength 1 as 28.0%. The run finished with clean final reports. The quantity of gates resized following cts came out at 0.

The cell family contributing the most delay on the critical path is buffers and inverters. The last weighted congestion value of the routability-driven placer came out at 0.834. Static timing analysis puts the maximum clock frequency at 38.7 MHz. The met1 routing resource usage after global routing came out at 15.3%. The tally of yosys warning messages is 1. The final-report max-slew violation count is 0. The arrival time of data at the critical path endpoint is 16.71 ns.

In this run the most used layer during global routing was met2. CTS added clock buffers totalling 411. The row count came out at 273. The iteration-0 DRC count of the detailed router came out at 4492. The final routed wirelength across all metal layers is 390000 um. The type of the setup path with the least slack is in2out. The flip-flop count of the largest register after layout is 4368. Per the synth stats, the flop cell with the highest instance count is edfxtp_1.
[through the flow]
step,setup WS [ns],std cells,hold slack [ns],cell area (sq um)
after global placement,19.48,15100,9.54,182000
after CTS,19.33,15800,8.45,196000
after global routing,18.78,15800,8.50,196000
final,19.85,15800,8.53,196000
after floorplan,25.06,7747,9.24,171000
after detailed placement,19.37,15100,9.55,182000
[power breakdown]
group / internal, mW / leakage [nW] / switching (mW) / total, mW
clock: 1.94 / 6.53 / 1.46 / 3.40
sequential: 4.50 / 40.2 / 0.0190 / 4.52
combinational: 0.177 / 15.4 / 0.239 / 0.416
total: 6.62 / 62.1 / 1.72 / 8.33
[layout make-up]
class / instances / area, sq um / share of cell area (%)
diodes: 2 / 5.00 / 0.00256
flip-flops and latches: 4368 / 131000 / 67.1
inverters: 7 / 42.5 / 0.0218
clock buffers: 499 / 10700 / 5.49
well taps: 7287 / 9120 / 4.66
clock inverters: 259 / 2670 / 1.36
multi-input cells: 3018 / 38700 / 19.8
repair buffers: 388 / 3140 / 1.61
[final timing paths]
check,to,slack [ns],start
setup / recovery,Read_data[30],19.85,Address[2]
hold / removal,RAM_data[242][13]$_DFFE_PP_,8.53,Write_data[13]
[logic make-up after synthesis]
logic type             Yosys count  synth area share, %
AND-OR/OR-AND                  151                0.605
other                            1              0.00225
AND/OR/NAND/NOR                267                0.684
multiplexers                  1432                 18.8
flip-flops                    4368                 78.7
buffers and inverters          361                 1.13
[per-layer routing]
metal  routed length (um)  vias to the layer above
li1                     -                    30900
met1               117000                    37200
met2               181000                     4985
met3                80500                      665
met4                11600                       33
met5                  683                        -
[Yosys cell counts (all sizes together) (7+ instances only)]
master | instances | area share [%]
a21oi | 13 | 0.039
a221oi | 26 | 0.14
a22oi | 9 | 0.041
buf | 244 | 0.87
clkbuf | 110 | 0.25
edfxtp | 4368 | 79
mux2i | 67 | 0.40
mux4 | 1361 | 18
nand2 | 45 | 0.10
nand3 | 19 | 0.057
nand4 | 12 | 0.045
nor2 | 154 | 0.35
nor2b | 8 | 0.030
nor3 | 7 | 0.021
nor4 | 7 | 0.026
o21ai | 55 | 0.17
o22ai | 11 | 0.041
Power figures rest on the tool's default switching activity, not on a simulated workload.
