## design/flow/run.sh

```bash
#!/bin/bash
# OpenROAD 26Q1-2900-gdf79404cd8, Yosys 0.63+post, stock flow scripts
make -C /OpenROAD-flow-scripts/flow DESIGN_CONFIG=/design/flow/config.mk WORK_HOME=/design/flow/orfs finish
```

## design/flow/config.mk

```make
export PLATFORM = sky130hd
export DESIGN_NAME = ALU
export DESIGN_NICKNAME = ALU
export VERILOG_FILES = /design/flow/design.v
export SDC_FILE = /design/flow/constraint.sdc
export NUM_CORES = 4
export LEC_CHECK = 1
export CORE_UTILIZATION = 40
```

## design/flow/constraint.sdc

```tcl
current_design ALU

set clk_period 25.0
set clk_io_pct 0.2

create_clock -name clk0 -period $clk_period

set non_clock_inputs [all_inputs -no_clocks]
set_input_delay [expr $clk_period * $clk_io_pct] -clock clk0 $non_clock_inputs
set_output_delay [expr $clk_period * $clk_io_pct] -clock clk0 [all_outputs]
```

## design/flow/design.v

```verilog
module ALU(A, B, ALUFun, Sign, Z, Zero);
    input [31:0] A;
    input [31:0] B;
    input [5:0] ALUFun;
    input Sign; 
    output Zero;
    output [31:0] Z;
    wire [31:0] BOp;
    wire V, N, Zero;
    wire [31:0] AriOutput, BitOutput, ShiOutput, ComOutput;
    wire [31:0] SLL, SLL1, SLL2, SLL3, SLL4;
    wire [31:0] SRL, SRL1, SRL2, SRL3, SRL4;
    wire [31:0] SRA, SRA1, SRA2, SRA3, SRA4;
    assign BOp = ALUFun[0] ? ~B+1 : B;
    assign AriOutput = ALUFun[1]? A * B:
                       (ALUFun[0] ?(A + ~B + 1) : A + B);
    assign Zero = (A == B) ? 0 : 1;
    assign V = (Sign && (A[31] == BOp[31]) && (A[31] != AriOutput[31]))? 1:0;
    assign N = Sign ? (ALUFun[0] && AriOutput[31]) : (ALUFun[0] && A < B);
    assign BitOutput = (ALUFun[3:0] == 4'b1000) ? A&B:
                       (ALUFun[3:0] == 4'b1110) ? A|B:
                       (ALUFun[3:0] == 4'b0110) ? A^B:
                       (ALUFun[3:0] == 4'b0001) ? ~(A|B):
                       (ALUFun[3:0] == 4'b1010) ? A: 32'b0; 
    assign SLL = (A[4:0] == 5'b00000) ? B:
                 (A[4:0] == 5'b00001) ? {B[30:0], 1'b0}:
                 (A[4:0] == 5'b00010) ? {B[29:0], 2'b0}:
                 (A[4:0] == 5'b00011) ? {B[28:0], 3'b0}:
                 (A[4:0] == 5'b00100) ? {B[27:0], 4'b0}:
                 (A[4:0] == 5'b00101) ? {B[26:0], 5'b0}:
                 (A[4:0] == 5'b00110) ? {B[25:0], 6'b0}:
                 (A[4:0] == 5'b00111) ? {B[24:0], 7'b0}:
                 (A[4:0] == 5'b01000) ? {B[23:0], 8'b0}:
                 (A[4:0] == 5'b01001) ? {B[22:0], 9'b0}:
                 (A[4:0] == 5'b01010) ? {B[21:0], 10'b0}:
                 (A[4:0] == 5'b01011) ? {B[20:0], 11'b0}:
                 (A[4:0] == 5'b01100) ? {B[19:0], 12'b0}:
                 (A[4:0] == 5'b01101) ? {B[18:0], 13'b0}:
                 (A[4:0] == 5'b01110) ? {B[17:0], 14'b0}:
                 (A[4:0] == 5'b01111) ? {B[16:0], 15'b0}:
                 (A[4:0] == 5'b10000) ? {B[15:0], 16'b0}:
                 (A[4:0] == 5'b10001) ? {B[14:0], 17'b0}:
                 (A[4:0] == 5'b10010) ? {B[13:0], 18'b0}:
                 (A[4:0] == 5'b10011) ? {B[12:0], 19'b0}:
                 (A[4:0] == 5'b10100) ? {B[11:0], 20'b0}:
                 (A[4:0] == 5'b10101) ? {B[10:0], 21'b0}:
                 (A[4:0] == 5'b10110) ? {B[9:0], 22'b0}:
                 (A[4:0] == 5'b10111) ? {B[8:0], 23'b0}:
                 (A[4:0] == 5'b11000) ? {B[7:0], 24'b0}:
                 (A[4:0] == 5'b11001) ? {B[6:0], 25'b0}:
                 (A[4:0] == 5'b11010) ? {B[5:0], 26'b0}:
                 (A[4:0] == 5'b11011) ? {B[4:0], 27'b0}:
                 (A[4:0] == 5'b11100) ? {B[3:0], 28'b0}:
                 (A[4:0] == 5'b11101) ? {B[2:0], 29'b0}:
                 (A[4:0] == 5'b11110) ? {B[1:0], 30'b0}:
                 {B[0],31'b0};
    assign SRL = (A[4:0] == 5'b00000) ? B:
                 (A[4:0] == 5'b00001) ? {1'b0, B[31:1]}:
                 (A[4:0] == 5'b00010) ? {2'b0, B[31:2]}:
                 (A[4:0] == 5'b00011) ? {3'b0, B[31:3]}:
                 (A[4:0] == 5'b00100) ? {4'b0, B[31:4]}:
                 (A[4:0] == 5'b00101) ? {5'b0, B[31:5]}:
                 (A[4:0] == 5'b00110) ? {6'b0, B[31:6]}:
                 (A[4:0] == 5'b00111) ? {7'b0, B[31:7]}:
                 (A[4:0] == 5'b01000) ? {8'b0, B[31:8]}:
                 (A[4:0] == 5'b01001) ? {9'b0, B[31:9]}:
                 (A[4:0] == 5'b01010) ? {10'b0, B[31:10]}:
                 (A[4:0] == 5'b01011) ? {11'b0, B[31:11]}:
                 (A[4:0] == 5'b01100) ? {12'b0, B[31:12]}:
                 (A[4:0] == 5'b01101) ? {13'b0, B[31:13]}:
                 (A[4:0] == 5'b01110) ? {14'b0, B[31:14]}:
                 (A[4:0] == 5'b01111) ? {15'b0, B[31:15]}:
                 (A[4:0] == 5'b10000) ? {16'b0, B[31:16]}:
                 (A[4:0] == 5'b10001) ? {17'b0, B[31:17]}:
                 (A[4:0] == 5'b10010) ? {18'b0, B[31:18]}:
                 (A[4:0] == 5'b10011) ? {19'b0, B[31:19]}:
                 (A[4:0] == 5'b10100) ? {20'b0, B[31:20]}:
                 (A[4:0] == 5'b10101) ? {21'b0, B[31:21]}:
                 (A[4:0] == 5'b10110) ? {22'b0, B[31:22]}:
                 (A[4:0] == 5'b10111) ? {23'b0, B[31:23]}:
                 (A[4:0] == 5'b11000) ? {24'b0, B[31:24]}:
                 (A[4:0] == 5'b11001) ? {25'b0, B[31:25]}:
                 (A[4:0] == 5'b11010) ? {26'b0, B[31:26]}:
                 (A[4:0] == 5'b11011) ? {27'b0, B[31:27]}:
                 (A[4:0] == 5'b11100) ? {28'b0, B[31:28]}:
                 (A[4:0] == 5'b11101) ? {29'b0, B[31:29]}:
                 (A[4:0] == 5'b11110) ? {30'b0, B[31:30]}:
                 {31'b0, B[31]};
    assign SRA = (A[4:0] == 5'b00000) ? B:
                 (A[4:0] == 5'b00001) ? {B[31], B[31:1]}:
                 (A[4:0] == 5'b00010) ? {{2{B[31]}}, B[31:2]}:
                 (A[4:0] == 5'b00011) ? {{3{B[31]}}, B[31:3]}:
                 (A[4:0] == 5'b00100) ? {{4{B[31]}}, B[31:4]}:
                 (A[4:0] == 5'b00101) ? {{5{B[31]}}, B[31:5]}:
                 (A[4:0] == 5'b00110) ? {{6{B[31]}}, B[31:6]}:
                 (A[4:0] == 5'b00111) ? {{7{B[31]}}, B[31:7]}:
                 (A[4:0] == 5'b01000) ? {{8{B[31]}}, B[31:8]}:
                 (A[4:0] == 5'b01001) ? {{9{B[31]}}, B[31:9]}:
                 (A[4:0] == 5'b01010) ? {{10{B[31]}}, B[31:10]}:
                 (A[4:0] == 5'b01011) ? {{11{B[31]}}, B[31:11]}:
                 (A[4:0] == 5'b01100) ? {{12{B[31]}}, B[31:12]}:
                 (A[4:0] == 5'b01101) ? {{13{B[31]}}, B[31:13]}:
                 (A[4:0] == 5'b01110) ? {{14{B[31]}}, B[31:14]}:
                 (A[4:0] == 5'b01111) ? {{15{B[31]}}, B[31:15]}:
                 (A[4:0] == 5'b10000) ? {{16{B[31]}}, B[31:16]}:
                 (A[4:0] == 5'b10001) ? {{17{B[31]}}, B[31:17]}:
                 (A[4:0] == 5'b10010) ? {{18{B[31]}}, B[31:18]}:
                 (A[4:0] == 5'b10011) ? {{19{B[31]}}, B[31:19]}:
                 (A[4:0] == 5'b10100) ? {{20{B[31]}}, B[31:20]}:
                 (A[4:0] == 5'b10101) ? {{21{B[31]}}, B[31:21]}:
                 (A[4:0] == 5'b10110) ? {{22{B[31]}}, B[31:22]}:
                 (A[4:0] == 5'b10111) ? {{23{B[31]}}, B[31:23]}:
                 (A[4:0] == 5'b11000) ? {{24{B[31]}}, B[31:24]}:
                 (A[4:0] == 5'b11001) ? {{25{B[31]}}, B[31:25]}:
                 (A[4:0] == 5'b11010) ? {{26{B[31]}}, B[31:26]}:
                 (A[4:0] == 5'b11011) ? {{27{B[31]}}, B[31:27]}:
                 (A[4:0] == 5'b11100) ? {{28{B[31]}}, B[31:28]}:
                 (A[4:0] == 5'b11101) ? {{29{B[31]}}, B[31:29]}:
                 (A[4:0] == 5'b11110) ? {{30{B[31]}}, B[31:30]}:
                 {{31{B[31]}}, B[31]};
    assign ShiOutput = (ALUFun[1:0] == 2'b00) ? SLL :
                       (ALUFun[1:0] == 2'b01) ? SRL :
                       (ALUFun[1:0] == 2'b11) ? SRA : 32'b0;
    assign ComOutput = (ALUFun[3:1] == 3'b001) ? {31'b0, Zero}:
                       (ALUFun[3:1] == 3'b000) ? {31'b0, ~Zero}:
                       (ALUFun[3:1] == 3'b010) ? {31'b0, N}:
                       (ALUFun[3:1] == 3'b110) ? {31'b0, (Sign&A[31])|(A==0)}:
                       (ALUFun[3:1] == 3'b101) ? {31'b0, Sign&A[31]}:
                       (ALUFun[3:1] == 3'b111) ? {31'b0, ~((Sign&A[31])|(A==0))}:32'b0;
    assign Z = (ALUFun[5:4] == 2'b00) ? AriOutput:
               (ALUFun[5:4] == 2'b01) ? BitOutput:
               (ALUFun[5:4] == 2'b10) ? ShiOutput:
               (ALUFun[5:4] == 2'b11) ? ComOutput: 32'b0;
endmodule
```

==> impl_metrics.py <==
# Synthesis and PnR figures
metrics = {
    "place": {
        "dp_hpwl_microns": 123300,
        "portBuffers": 104,
        "place.gp.congestion": 1.123,
    },
    "power": {
        "power_leakage_uw": 0.01364,
        "irDropWorstVdd_mv": 0.9524,
        "sw_frac_of_total_pct": 62.53,
        "switchingPower_uw": 4016,
        "power_uw": 6423,
        "powerDensity_mw_per_mm2": 204.6,
        "p_int_uw": 2407,
    },
    "sta": {
        "period_used_pct": 76.73,
        "slew_headroom_pct": 22.73,
        "timing.setup.tns_ns": 0,
        "clock.fmax_mhz": 52.13,
        "period_minus_slack_ns": 19.18,
        "tightest_slew_ns": 1.150,
        "setup_violations": 0,
        "hold_viol_final": 0,
        "rsz0062_at_grt": "no",
        "report.final.slew_viol_count": 0,
    },
    "final_layout": {
        "n_clock_buffer": 0,
        "drive_above_1_share_pct": 6.392,
        "regArea_sq_um": 0,
        "syn_to_final_growth_pct": 6.624,
        "seq_cells": 0,
    },
    "floorplan": {
        "die_height_microns": 273.3,
        "die_w_microns": 273.3,
        "chipArea_sq_mm": 0.07471,
        "fp-row-count": 99,
        "fp-utilization_pct": 40.36,
        "boundaryPins": 104,
        "core_area_sq_mm": 0.07296,
    },
    "synth": {
        "xor_share_pct": 3.361,
        "yosysUniqueCellTypes": 98,
        "ys_cells": 4148,
        "syn_avg_cell_area_sq_um": 7.099,
        "ys_chip_area_sq_mm": 0.02945,
        "synthSimpleGateAreaFrac_pct": 18.41,
        "synth.top_cell.area_share_pct": 27.87,
        "top_cell": "nor2_1",
        "syn-cell-area_sq_mm": 0.02945,
        "largest_area_cell": "fa_1",
        "yosys.area_share.aoi_pct": 28.79,
        "yosysWarnings": 0,
        "synth.area.top_cells": "fa_1 28%, ha_1 9.3%, nor2_1 6.9%",
        "syn-instance-count": 4148,
        "ys_seq_share_pct": 0,
        "adder_share_pct": 37.18,
        "common_cells": "544 x nor2_1, 478 x inv_1, 438 x nand2_1",
        "logic_family": "adder cells",
        "mux_share_pct": 0.5184,
    },
    "worst_setup_path": {
        "start_kind": "primary input",
        "cp.required_ns": 20.00,
        "worstSetupPathType": "in -> out",
        "cp.arrival_ns": 14.18,
        "crit_fanout": 31,
        "cp-end-kind": "output port",
    },
    "min_path": {
        "min_path_type": "in -> out",
        "whs_endpoint": "Z[0]",
        "hold_start": "ALUFun[3]",
        "whs_path_depth": 4,
    },
    "run": {
        "tool_warnings": 96,
        "cap_violations": 0,
    },
    "detailed_routing": {
        "drc": 0,
        "ant_nets": 0,
        "wl_microns": 173100,
        "viasPerCell": 7.101,
        "vias": 35493,
        "detail_route.iter0.violations": 5501,
        "wire_per_inst_microns": 34.63,
        "dr.pass1.iters": 12,
    },
    "cts": {
        "cts-resized-gates": 0,
        "postCtsSetupRepairBufs": 0,
        "hold_buffers": 0,
    },
    "global_routing": {
        "grt_pass1_vias": 34071,
        "grt_max_degree": 56,
        "grt_pass1_wl_microns": 247300,
        "grtUsageTotal_pct": 47.85,
        "antenna_found_initial": 8,
        "grt_overflow_total": 0,
    },
    "outcome": {
        "status": "complete, no violations",
    },
}
[cells in the final DEF (no fill, tap or decap), types with 14 or more instances in the layout]
| cell type | count |
|---|---|
| o211ai_1 | 39 |
| buf_4 | 179 |
| a222oi_1 | 27 |
| a211oi_1 | 75 |
| o21ai_1 | 22 |
| o22ai_1 | 158 |
| o221ai_1 | 61 |
| nor4_1 | 37 |
| nand2b_1 | 17 |
| o21ai_0 | 184 |
| a31oi_1 | 64 |
| xnor2_1 | 89 |
| fa_1 | 410 |
| a21o_1 | 28 |
| xor2_1 | 24 |
| clkdlybuf4s50_1 | 86 |
| nor2_1 | 540 |
| a22oi_1 | 65 |
| ha_1 | 219 |
| o2111ai_1 | 14 |
| nor3_1 | 46 |
| inv_1 | 477 |
| buf_2 | 18 |
| clkinv_1 | 16 |
| a21oi_1 | 240 |
| a221oi_1 | 78 |
| a2111oi_0 | 29 |
| nand2_1 | 438 |
| nor2_2 | 14 |
| o31ai_1 | 20 |
| nand3_1 | 37 |
| nor2b_1 | 22 |
[cells by family after synthesis]
kind of cell    count (synthesis)
buf+inv                       893
compound gates               1242
mux                            15
fa+ha+maj                     629
xor+xnor                      113
simple gates                 1256
[worst max-delay path, cell delays in order]
cell,delay (ns)
clkdlybuf4s50_1,0.46
buf_4,0.44
clkinv_1,0.27
buf_4,0.36
nor2_1,0.21
fa_1,0.43
fa_1,0.49
fa_1,0.52
inv_1,0.05
fa_1,0.47
inv_1,0.05
fa_1,0.50
inv_1,0.05
fa_1,0.52
inv_1,0.05
fa_1,0.49
fa_1,0.41
ha_1,0.33
o2111ai_1,0.14
o221a_1,0.25
o21a_1,0.13
a21oi_1,0.81
a41oi_1,0.38
o21ai_1,0.29
a31oi_1,0.13
xnor2_1,0.16
a221oi_2,0.24
clkdlybuf4s50_1,0.50
[stage by stage]
| step | setup WS (ns) | instance area [sq um] | util [%] | cells | hold WS (ns) |
|---|---|---|---|---|---|
| 4_1_cts | 6.013 | 31380 | 43.01 | 4995 | 10.98 |
| 3_3_place_gp | 6.090 | 31380 | 43.01 | 4995 | 10.99 |
| 2_1_floorplan | 7.718 | 29450 | - | 4148 | 10.09 |
| 6_report | 5.817 | 31400 | 43.03 | 4998 | 11.02 |
| 3_5_place_dp | 6.040 | 31380 | 43.01 | 4995 | 10.97 |
| 5_1_grt | 5.533 | 31400 | 43.03 | 4997 | 11.03 |
[cell type report]
cell class | instances | area (sq um)
Antenna cell | 3 | 7.507
Multi-Input combinational cell | 3255 | 26030
Fill cell | 7605 | 41560
Inverter | 498 | 1869
Timing Repair Buffer | 283 | 2295
Tap cell | 959 | 1200
[per-layer routing]
metal	vias up	track usage, %	share of wire, %
met5	-	4.750	0.30
met4	16	25.01	7.8
met3	968	30.64	19
met2	3541	61.79	38
met1	16806	60.95	35
li1	14162	-	-
[how the worst max path moves through the flow]
stage	start	end	slack (ns)
5_1_grt	B[5]	Z[31]	5.53
6_report	B[5]	Z[31]	5.82
4_1_cts	B[5]	Z[31]	6.01
Power figures rest on the tool's default switching activity, not on a simulated workload.
